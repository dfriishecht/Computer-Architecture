<file path="flow/design.v">
module cycle_color #(
    parameter COLOR_INTERVAL = 2000000  
)(
    input logic clk,
    output logic red,
    output logic green,
    output logic blue
);
    typedef enum logic [2:0] {
        RED      = 3'b000,
        YELLOW   = 3'b001,
        GREEN    = 3'b010,
        CYAN     = 3'b011,
        BLUE     = 3'b100,
        MAGENTA  = 3'b101
    } t_state;
    t_state current_state = RED;
    t_state next_state;
    logic next_red, next_green, next_blue;
    logic [($clog2(COLOR_INTERVAL))-1:0] count = 0;
    always_ff @(posedge clk) begin  
        if (count == COLOR_INTERVAL - 1) begin
            current_state <= next_state;
            count <= 0;
        end
        else begin
            count <= count + 1;
        end
    end
    always_comb begin
        next_state = 3'bxxx;  
        case (current_state)
            RED: next_state = YELLOW;
            YELLOW: next_state = GREEN;
            GREEN: next_state = CYAN;
            CYAN: next_state = BLUE;
            BLUE: next_state = MAGENTA;
            MAGENTA: next_state = RED;
            default: next_state = RED;
        endcase
    end
    always_ff @(posedge clk) begin
        red <= next_red;
        green <= next_green;
        blue <= next_blue;
    end
    always_comb begin
        next_red = (current_state == RED) || (current_state == YELLOW) || (current_state == MAGENTA);
        next_green = (current_state == GREEN) || (current_state == YELLOW) || (current_state == CYAN);
        next_blue = (current_state == BLUE) || (current_state == CYAN) || (current_state == MAGENTA);
    end
endmodule
module top(
    input logic clk,
    output logic RGB_R,
    output logic RGB_G,
    output logic RGB_B
);
    logic red, green, blue;
    cycle_color u0(
        .clk (clk),
        .red (red),
        .green (green),
        .blue (blue)
    );
    assign RGB_R = ~red;
    assign RGB_G = ~green;
    assign RGB_B = ~blue;
endmodule
</file>
<file path="flow/config.mk">
export PLATFORM = sky130hd
export DESIGN_NAME = top
export DESIGN_NICKNAME = top
export VERILOG_FILES = /design/flow/design.v
export SDC_FILE = /design/flow/constraint.sdc
export NUM_CORES = 4
export LEC_CHECK = 1
export CORE_AREA = 10 10 96 96
export DIE_AREA = 0 0 106 106
</file>
<file path="flow/run.sh">
#!/bin/bash
# OpenROAD 26Q1-2900-gdf79404cd8, Yosys 0.63+post, stock flow scripts
make -C /OpenROAD-flow-scripts/flow DESIGN_CONFIG=/design/flow/config.mk WORK_HOME=/design/flow/orfs finish
</file>
<file path="flow/constraint.sdc">
current_design top

set clk_period 4.4
set clk_io_pct 0.2

create_clock -name clk0 -period $clk_period [get_ports {clk}]

set non_clock_inputs [all_inputs -no_clocks]
set_input_delay [expr $clk_period * $clk_io_pct] -clock clk0 $non_clock_inputs
set_output_delay [expr $clk_period * $clk_io_pct] -clock clk0 [all_outputs]
</file>
==> changes_impl.md <==
### Physical design

* Status: completed
* CP max FO at 1
* Maximum clock insertion buffer count at 2
* Ys flop type: dfxtp_1
* DP HPWL at 1.39 mm
* Seq share, synth at a little under half
* Cts hold-fix bufs at 0
* Crit. Startpoint: u0.blue
* Crit share post-route at between 40% and 50%
* Crit. End Element: output port
* RD Place Congestion at between 0.8 and 0.9
* Global route overflow at 0
* DR vias at between 700 and 800
* Leak at approximately 0.00049 uW
* FP Util at between 10% and 20%
* Post-CTS setup buffers at 0
* Area growth syn-to-layout at 16.2%
* Worst hold path class: reg2reg
* Worst-path clk slew at 0.09 ns
* Combinational share of power at 0%
* PwrDens at 275 nW/um^2
* Yosys Warn Count at 1
* Kind of critical path: reg2out
* Fmax achieved at 517 MHz
* Final hold viol count at 0
* Number of fill cells in the layout at about 800
* Clock sink total at 27
* Part of the power in registers at 64.6%
* Post-synth area from yosys stat at between 1000 and 1500 um^2
* Worst vdd ir at 0.0000861 V
* Cell at the slowest stage of the critical path: clkdlybuf4s50_1
* Antenna diode count at 0
* Share of cells above drive strength 1 at between 10% and 20%
* Sum of negative setup slack at 0 ns
* Clock skew at 0.00492 ns
* Setup-failing EPs final at 0
* Inserted Clock Buffers at 3
* Yosys top cell by area: dfxtp_1
* Clock power frac at about 35%
* Yosys reg bits at 27
* Die Span Y at 106 um
* Final min period at 1.93 ns
* Drt initial violations at 16
* GRT Util Overall at about 3.4%
* Hold path start: u0.count[0]
* Yosys cell count at approximately 110
* Worst EP required at about 3.5 ns
* Avg Cell Area, Syn at between 10 and 15 um^2
* Total die size at 11,200 um^2
* OpenROAD warning count at 25
* Top cells by area: dfxtp_1 40%, edfxtp_1 7.5%, xnor2_1 7.3%
* Post_cts resized at 0
* Arr. time, crit path at about 1.1 ns
* CTS Root Cell: clkbuf_8
* Critical path launch point type: flop
* Switching part of the total at between 10% and 20%
* Rows at 31
* CTS H-tree depth at 1
* Util after Layout at roughly a fifth
* Distinct cells, synth at 32
* Buffers on Ports at 3
* Number of global-route vias before repair at a little over 700
* RR Startpoint: u0.count[4]
* Post-Syn Area at approximately 1200 um^2
* TritonCTS clock tree: built
* Post-Route WL at roughly 1.9 mm
* Top area contributor share at 40.0%
* Relative max-transition margin at approximately 80%
* Cell-internal power at 313 uW
* Slew @ Worst Pin at 0.315 ns
* Post-synth EDFFs at 3
* Cell Chain, Critical Path: inv_1 > clkdlybuf4s50_1
* Initial antenna violation count at 0
* DR vias/cell at 3.56
* Sw power at 71.3 uW
* Pin count of the biggest net entering global routing at 15
* Share of flip-flops with an asynchronous set or reset at 0%
* Drt pass-1 iters at 4
* Cells after synthesis at between 100 and 150
* Number of remaining DRC errors at 0
* DRT antenna net count at 0
* Max stage delay on crit path at about 0.45 ns
* Max-slew violation count at 0
* Routed len/inst at approximately 8.5 um
* Die x size at around 110 um
* Max_cap viols at 0
* First-pass GRT wire length at 3.28 mm
* Clock latency on the worst-skew pair at ~0.27 ns
* RSZ-0062 raised after global routing: false
* Io pins at 4
* Core area at just over 7000 um^2
[stage by stage]
stage               total power, uW  instance area (um^2)  hold WS (ns)  instances  setup WS (ns)
finish                          384                  1400         0.486        220           2.47
global route                    403                  1400         0.517        220           2.40
CTS                             390                  1400         0.492        220           2.45
detailed placement              254                  1350         0.470        216           2.65
global placement                254                  1350         0.461        216           2.65
floorplan                       254                  1200         0.446        114           2.73
[routing by layer]
layer	global-route usage (%)	share of wire, %	up-vias
li1	-	-	420
met1	4.67	53	355
met2	5.17	41	8
met3	1.53	5.8	0
met4	0.0967	0	0
met5	0	0	-
[synth_stat cells (3+ instances only)]
| library cell | count |
|---|---|
| xnor2_1 | 10 |
| o31ai_1 | 4 |
| inv_1 | 6 |
| nand2_1 | 6 |
| nor2_2 | 5 |
| xor2_1 | 6 |
| edfxtp_1 | 3 |
| nand3_1 | 7 |
| nand4_1 | 4 |
| a21oi_2 | 4 |
| nor2_1 | 6 |
| dfxtp_1 | 24 |
[layout by cell type (no fill, tap or decap)]
cell / count
dfxtp_1: 24
xnor2_1: 10
nand3_1: 7
nor2_1: 6
inv_1: 6
nand2_1: 6
xor2_1: 6
nor2_2: 5
o31ai_1: 4
a21oi_2: 4
nand4_1: 4
clkbuf_8: 3
clkdlybuf4s50_1: 3
edfxtp_1: 3
a21oi_1: 2
and4_4: 2
and4_1: 2
nand3_2: 2
or4_1: 2
nor4b_1: 2
and3_1: 2
or4_4: 2
nor2b_1: 2
nand2b_1: 1
nand3b_1: 1
o21ai_0: 1
nand4_4: 1
or4b_4: 1
nor4_4: 1
and2_1: 1
nor4_1: 1
or2_1: 1
ha_1: 1
clkbuf_1: 1
buf_4: 1
[kinds of logic (layout without fill, tap and decap cells)]
| kind of cell | Yosys count | count (layout) | synth area share (%) |
|---|---|---|---|
| simple gates | 52 | 52 | 30.4 |
| flops | 27 | 27 | 47.5 |
| xor+xnor | 16 | 16 | 11.7 |
| compound gates | 11 | 11 | 6.66 |
| buf+inv | 7 | 14 | 2.81 |
| fa+ha+maj | 1 | 1 | 1.04 |
[state kept, by name, summed over array words and instances, names as in the netlist]
register / cells
u0.blue: 1
u0.count: 21
u0.current_state: 3
u0.green: 1
u0.red: 1
[final timing paths]
path                          to  slack [ns]  cells past startpoint
min                  u0.count[0]        0.49                      1
max                        RGB_B        2.47                      2
min reg2reg          u0.count[0]        0.49                      1
max reg2reg  u0.current_state[2]        2.64                      4
[critical path, delay by kind of cell, from the launching register on]
kind	cells	cell delay, ns
flops	1	0.30
buf+inv	2	0.49
[power by group through the flow]
stage / Sequential (uW) / Clock, uW / Combinational, uW
CTS: 248 / 142 / 0.000238
finish: 248 / 136 / 0.000238
global route: 248 / 155 / 0.000238
[area by class of cell]
cell class | instances | area (um^2) | share of cell area [%]
Clock buffer | 4 | 45.0 | 3.22
Inverter | 6 | 22.5 | 1.61
Multi-Input combinational cell | 80 | 598 | 42.8
Sequential cell | 27 | 571 | 40.8
Tap cell | 99 | 124 | 8.86
Timing Repair Buffer | 4 | 37.5 | 2.69
Power figures rest on the tool's default switching activity, not on a simulated workload.
