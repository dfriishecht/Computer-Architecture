===== ./run.sh =====
#!/bin/bash
# OpenROAD 26Q1-2900-gdf79404cd8, Yosys 0.63+post, stock flow scripts
make -C /OpenROAD-flow-scripts/flow DESIGN_CONFIG=/design/flow/config.mk WORK_HOME=/design/flow/orfs finish

===== ./config.mk =====
export PLATFORM = sky130hd
export DESIGN_NAME = cycle_color_pwm
export DESIGN_NICKNAME = cycle_color_pwm
export VERILOG_FILES = /design/flow/design.v
export SDC_FILE = /design/flow/constraint.sdc
export NUM_CORES = 4
export LEC_CHECK = 1
export CORE_UTILIZATION = 40

===== ./constraint.sdc =====
current_design cycle_color_pwm

set clk_period 3.2
set clk_io_pct 0.2

create_clock -name clk0 -period $clk_period [get_ports {clk}]

set non_clock_inputs [all_inputs -no_clocks]
set_input_delay [expr $clk_period * $clk_io_pct] -clock clk0 $non_clock_inputs
set_output_delay [expr $clk_period * $clk_io_pct] -clock clk0 [all_outputs]

===== ./design.v =====
module cycle_color_pwm #(
    parameter COLOR_INTERVAL = 46875  
)(
    input logic clk,
    output logic [9:0] pwm_counter,
    output logic [9:0] pwm_red,
    output logic [9:0] pwm_green,
    output logic [9:0] pwm_blue
);
    logic [$clog2(COLOR_INTERVAL) - 1:0] counter;
    logic [7:0] hue;
    initial begin
        counter = 0;
        hue = 0;
        pwm_counter = 0;
    end
    always_ff @(posedge clk) begin
        if (counter >= COLOR_INTERVAL) begin
            counter <= 0;
            hue <= hue + 1;  
        end else begin
            counter <= counter + 1;
        end
        pwm_counter <= pwm_counter + 1;  
    end
    always_comb begin
        if (hue < 43) begin
            pwm_red = 1023;
            pwm_green = (hue * 24);   
            pwm_blue = 0;
        end else if (hue < 85) begin
            pwm_red = ((85 - hue) * 24);
            pwm_green = 1023;
            pwm_blue = 0;
        end else if (hue < 128) begin
            pwm_red = 0;
            pwm_green = 1023;
            pwm_blue = ((hue - 85) * 24);
        end else if (hue < 171) begin
            pwm_red = 0;
            pwm_green = ((171 - hue) * 24 > 1023) ? 1023 : (171 - hue) * 24;
            pwm_blue = 1023;
        end else if (hue < 213) begin
            pwm_red = ((hue - 171) * 24);
            pwm_green = 0;
            pwm_blue = 1023;
        end else begin
            pwm_red = 1023;
            pwm_green = 0;
            pwm_blue = ((255 - hue) * 24);
        end
    end
endmodule

==> impl_metrics.env <==
# physical design summary
export IMPL_outcome="finished, violations left"
export IMPL_failing_checks="setup timing"
export IMPL_worst_endpoint_required_ns=2.56
export IMPL_ys_warn_count=1
export IMPL_worst_setup_hold_path_clk_slew_ns=0.07
export IMPL_timing_critical_path_mode_cell="buf_6"
export IMPL_cts_hold_repair_buffers=0
export IMPL_floorplan_initialDensity_pct=41.36
export IMPL_die_size_x_um=94.41
export IMPL_die_size_y_um=94.41
export IMPL_detailedRoute_firstIterationViolations=102
export IMPL_critical_path_top_delay_family="buffers and inverters"
export IMPL_critical_path_buf_inv_count=7
export IMPL_leakagePower_nw=2.527
export IMPL_openroad_warnings=47
export IMPL_finalWirelength_mm=9.831
export IMPL_setup_viol=27
export IMPL_cts_buffers_inserted=5
export IMPL_setup_reg_to_reg_worst_slack_ns=1.07
export IMPL_reg2regPathDepth=6
export IMPL_grt_pass1_vias=3420
export IMPL_io_buffer_count=40
export IMPL_wire_length_of_the_first_global_routing_pass_mm=16.28
export IMPL_fp_dieArea_sq_um=8913
export IMPL_post_route_cells_drive_above_1_share_pct=46.05
export IMPL_worstSetupStartpointType="flip-flop"
export IMPL_finalClockPeriodUsage_pct=118.2
export IMPL_num_fill_cells=577
export IMPL_synth_yosys_seq_area_share_pct=22.27
export IMPL_drt_wirelength_per_cell_um=14.59
export IMPL_timing_critical_path_depth=17
export IMPL_enable_flop_cells=8
export IMPL_route_vias_total=3418
export IMPL_grt_antenna_before_repair=0
export IMPL_timing_max_transition_violations_final=0
export IMPL_mostFrequentLayoutCell="buf_4"
export IMPL_postSynthAreaPerCell_sq_um=8.582
export IMPL_postLayoutSetupSlackWorst_ns=-0.5834
export IMPL_boundaryPins=41
export IMPL_grt_start_max_net_pins=16
export IMPL_power_total_mw=0.9000
export IMPL_cpMaxStageDelayCell="edfxtp_1"
export IMPL_max_cap_viol_count=0
export IMPL_r2r_start="counter[0]"
export IMPL_synth_cell_type_count=52
export IMPL_worst_clock_skew_ns=0.007288
export IMPL_worst_hold_path_type="flip-flop to flip-flop"
export IMPL_drt_antenna_violating_nets=0
export IMPL_final_min_clock_period_ns=3.783
export IMPL_globalRouteTotalUtil_pct=23.56
export IMPL_antenna_diode_count=0
export IMPL_ys_area_sq_um=3416
export IMPL_floorplan_core_area_sq_um=8258
export IMPL_postSynth_topFlopCell="dfxtp_1"
export IMPL_cp_data_arrival_time_ns=3.14
export IMPL_postSynth_asyncResetShare_pct=0
export IMPL_timing_worst_setup_path_type="flip-flop to output port"
export IMPL_dp_worst_setup_slack_ns=-0.4922
export IMPL_fmaxAchievable_mhz=264.3
export IMPL_count_of_standard_cell_rows=33
export IMPL_critical_path_reg2reg_endpoint="hue[7]"
export IMPL_critPathMaxStageDelay_ns=0.47
export IMPL_worst_skew_pair_late_latency_ns=0.28
export IMPL_clock_path_buffers=2
export IMPL_worstPathMaxFanout=5
export IMPL_syn_to_final_growth_pct=64.07
export IMPL_worst_setup_path_endpoint="pwm_blue[9]"
export IMPL_finalWeightedCongestion=0.9397
export IMPL_drc=0
export IMPL_post_dp_hpwl_mm=6.881
export IMPL_place_detailed_instances=624
export IMPL_critical_path_endpoint_type="output port"
export IMPL_cts_tree="done"
export IMPL_htree_levels=2
export IMPL_setup_repair_after_global_routing_missed_its_margin="true"
export IMPL_utilization_pct=67.86
export IMPL_power_per_standard_cell_area_nw_per_um2=160.6
export IMPL_lay_top_cells="buf_4 (116), xnor2_1 (37), nor2_1 (31)"
export IMPL_root_buffer="clkbuf_8"
export IMPL_finalHoldViolations=0
export IMPL_syn_inst=398
export IMPL_final_cells=674
export IMPL_timing_critical_path_from="hue[2]"
export IMPL_number_of_optimization_iterations_in_the_first_detailed_route_pass=4
export IMPL_tritoncts_num_sinks=34
export IMPL_ys_cells=398
export IMPL_postSynthRegisterBits=34
export IMPL_worstPathCellList="buf_4 > buf_6 > buf_8 > buf_6 > ha_4 > buf_6 > nor2b_4 > nor2_1 > xnor2_2 > ha_1 > buf_6 > a21oi_2 > o21ai_2 > xor2_1 > o22ai_1 > nor2_1 > buf_2"
export IMPL_relSlewSlack_pct=62.39
export IMPL_peakVddDrop_uv=344.0
export IMPL_mappedNetlistArea_sq_um=3416
export IMPL_global_route_overflow_total=0
export IMPL_vias_per_cell=5.071
export IMPL_actual_transition_at_the_worst_max_transition_pin_ns=0.5630
[layer usage]
metal  track usage (%)  part of all wire (%)  up-vias
met2             40.52                    47       82
met3             2.696                   4.0       12
met5                 0                     0        -
li1                  -                     -     1722
met4             1.923                   1.5        0
met1             33.78                    48     1602
[cells in the mapped netlist, types with 7 or more instances]
cell	count	area, sq um
xnor2_1	50	437.9
ha_1	42	525.5
nor2_1	33	123.9
a21oi_1	31	155.2
dfxtp_1	26	520.5
nand2_1	23	86.33
inv_1	21	78.83
xor2_1	21	183.9
nand3_1	15	75.07
o21ai_0	14	70.07
a21o_1	13	97.59
edfxtp_1	8	240.2
nor2b_1	8	50.05
buf_4	7	52.55
clkbuf_1	7	26.28
[final cells by class]
cell class	count	area, sq um	share of cell area (%)
Sequential cell	34	760.7	13.57
Tap cell	105	131.4	2.344
Multi-Input combinational cell	322	2998	53.49
Clock inverter	3	63.81	1.139
Clock buffer	5	68.82	1.228
Inverter	22	87.58	1.563
Timing Repair Buffer	183	1494	26.66
[power by group]
part / internal (mW) / switching [mW] / leakage [nW] / total, mW
registers: 0.437 / 0 / 0.302 / 0.437
logic: 0 / 0 / 2.16 / 0.00000216
clock network: 0.308 / 0.155 / 0.0658 / 0.463
[worst min path at each step]
stage                           from        endpoint  slack, ns  cells after the start
after CTS             pwm_counter[0]  pwm_counter[0]       0.46                      1
after global routing  pwm_counter[9]  pwm_counter[9]       0.48                      1
final                 pwm_counter[0]  pwm_counter[0]       0.45                      1
[through the flow]
stage | hold slack [ns] | area [sq um] | TNS [ns]
global placement | 0.4288 | 4651 | -6.452
global route | 0.4848 | 5604 | -14.78
detailed placement | 0.4389 | 4651 | -7.255
floorplan | 0.3949 | 3505 | -0.6004
CTS | 0.4564 | 5343 | -11.44
finish | 0.4550 | 5604 | -11.23
[sequential cells by signal, indices dropped and copies added (netlist names)]
signal       count
counter         16
hue              8
pwm_counter     10
[cells by family after synthesis]
group / count (synthesis) / synth area share [%]
adder cells (fa/ha/maj): 46 / 17.73
flip-flops: 34 / 22.27
buffers and inverters: 42 / 5.898
XOR/XNOR: 73 / 19.34
multiplexers: 2 / 0.7325
AND/OR/NAND/NOR: 100 / 13.52
AND-OR/OR-AND: 101 / 20.51
[timing repair]
action,CTS,global route
resized,133,47
buffers inserted,35,10
endpoints found under the setup margin,30,30
hold endpoints to repair,0,0
pin swaps,44,29
No activity file was given, so power comes from the tool's default toggle rates.
